==> design/flow/design.v <==
module rs_cu_v1(
						input 		clock,reset, 		 
						input 		start,		 		 
						output reg 	done,					 
						input 		bsign,neq0,			 
						output reg 	ldn,lda,ldt,ldp,
										ldb,ldq,selq,ldm,
										selm,decn,ldo,		 
						output[3:0] state					 
);
reg [3:0] ps,ns;
parameter [3:0] 	s0=0,s1=1,s2=2,s3=3,s4=4,
						s5=5,s6=6,s7=7,s8=8;
assign state=ps;
always@(*)
	case(ps)
		s0	:	if(start) 
				ns<=s1;
				else 
				ns<=s0;
		s1	:	ns<=s2;
		s2	:	ns<=s3;
		s3	:	ns<=s4;	 
		s4	:	ns<=s5;
		s5	:	ns<=s6;
		s6	:	ns<=s7;	 
		s7	:	ns<=s8;
		s8	:	if(neq0) 
				ns<=s0;
				else 
				ns<=s4;
	endcase
always@(posedge clock,posedge reset)
if(reset) ps<=s0;else ps<=ns;
always@(*)
	begin
		{ldn,decn,lda,ldt,ldp,ldb,ldq,selq,ldm,selm,ldo}=0;
		done=0;
		case(ps)
			s1	:	begin ldn=1;lda=1;ldt=1;ldp=1;	end
			s2	:	begin ldb=1;							end
			s3	:	if(bsign) 
					begin ldq=1;selq=1;ldm=1;selm=1;	end
					else 
					begin ldq=1;selq=0;ldm=1;selm=0;	end
			s4	:	begin decn=1;							end
			s5	:	begin ldt=1;ldp=1;					end
			s6	:	begin ldb=1;							end
			s7	:	if(bsign) 
					begin ldq=1;selq=1;ldm=1;selm=1;	end
					else 
					begin ldq=1;selq=0;ldm=1;selm=0;	end
			s8	:	if(neq0) 
					begin done=1;ldo=1;					end
		endcase
	end
endmodule
module rs_cudu_v2(	
							input clock,reset,
							input sqrt_start,input  [19:0] data_in,
							output sqrt_done,output [9:0] data_out,
							output [3:0] SQRTstate
);
wire ldn,lda,ldt,ldp,ldb,ldq,selq,ldm,selm,decn,ldo; 
wire bsign,neq0; 
rs_cu_v1	u1	(
						.clock(clock),.reset(reset),.start(sqrt_start),.done(sqrt_done),.state(SQRTstate),
						.bsign(bsign),.neq0(neq0),.ldn(ldn),.lda(lda),.ldt(ldt),.ldp(ldp),
						.ldb(ldb),.ldq(ldq),.selq(selq),.ldm(ldm),.selm(selm),.decn(decn),.ldo(ldo)
);
rs_du_v2	u2	(
						.clock(clock),.reset(reset),
						.bsign(bsign),.neq0(neq0),.ldn(ldn),.lda(ldn),.ldt(ldt),.ldp(ldp),
						.ldb(ldb),.ldq(ldq),.selq(selq),.ldm(ldm),.selm(selm),.decn(decn),.ldo(ldo),
						.data_in(data_in),.data_out(data_out)						
);
endmodule
module rs_du_v2(	
						input clock,reset,					 
						input ldn,lda,ldt,ldp,
								ldb,ldq,selq,ldm,
								selm,decn,ldo,		 			 
						output bsign,neq0,					 
						input  [19:0] data_in,				 
						output reg [9:0] data_out			 
);	
reg [19:0] a,p,b,m;
reg [10:0] t;
reg [9:0] q,out;
reg [3:0] n;
assign bsign	=	(b[19]);
assign neq0		=	(n==0);
always@(posedge clock,posedge reset)
	begin
		if(reset)a<=0;
		else if(lda)a<=data_in;
		else a<=a;
	end
always@(posedge clock,posedge reset)
	if(reset)n<=9;
	else if(ldn)n<=9;
	else if(decn)n<=n-1;
	else	n<=n;
always@(posedge clock,posedge reset)
	if(reset)t<=0;
	else if(ldt)
			begin
				case(n)
					9	:	t[1 :0]			<={			2'b01};
					8	:	t[2 :0]			<={q[9:9],	2'b01};
					7	:	t[3 :0]			<={q[9:8],	2'b01};
					6	:	t[4 :0]			<={q[9:7],	2'b01};
					5	:	t[5 :0]			<={q[9:6],	2'b01};
					4	:	t[6 :0]			<={q[9:5],	2'b01};
					3	:	t[7 :0]			<={q[9:4],	2'b01};
					2	:	t[8 :0]			<={q[9:3],	2'b01};
					1	:	t[9 :0]			<={q[9:2],	2'b01};
					0	:	t[10:0]			<={q[9:1],	2'b01};
				endcase
			end
	else t<=t;
always@(posedge clock,posedge reset)
	if(reset)p<=0;
	else if(ldp)
			begin
				case(n)
					9	:	p[19:18]		<={			data_in[19:18]};
					8	:	p[19:16]		<={m[19:18],		a[17:16]};
					7	:	p[19:14]		<={m[19:16],		a[15:14]};
					6	:	p[19:12]		<={m[19:14],		a[13:12]};
					5	:	p[19:10]		<={m[19:12],		a[11:10]};
					4	:	p[19: 8]		<={m[19:10],		a[9 : 8]};
					3	:	p[19: 6]		<={m[19: 8],		a[7 : 6]};
					2	:	p[19: 4]		<={m[19: 6],		a[5 : 4]};
					1	:	p[19: 2]		<={m[19: 4],		a[3 : 2]};
					0	:	p[19: 0]		<={m[19: 2],		a[1 : 0]};
				endcase
			end
	else	p<=p;
always@(posedge clock,posedge reset)
	if(reset)b<=0;
	else if(ldb)
			begin
				case(n)
					9	:	b[19:18]		<=		{			data_in[19:18]}	-	{			2'b01};
					8	:	b[19:16]		<=		{m[19:18],		a[17:16]}	-	{q[9:9],	2'b01};
					7	:	b[19:14]		<=		{m[19:16],		a[15:14]}	-	{q[9:8],	2'b01};
					6	:	b[19:12]		<=		{m[19:14],		a[13:12]}	-	{q[9:7],	2'b01};
					5	:	b[19:10]		<=		{m[19:12],		a[11:10]}	-	{q[9:6],	2'b01};
					4	:	b[19: 8]		<=		{m[19:10],		a[9 : 8]}	-	{q[9:5],	2'b01};
					3	:	b[19: 6]		<=		{m[19: 8],		a[7 : 6]}	-	{q[9:4],	2'b01};
					2	:	b[19: 4]		<=		{m[19: 6],		a[5 : 4]}	-	{q[9:3],	2'b01};
					1	:	b[19: 2]		<=		{m[19: 4],		a[3 : 2]}	-	{q[9:2],	2'b01};
					0	:	b[19: 0]		<=		{m[19: 2],		a[1 : 0]}	-	{q[9:1],	2'b01};
				endcase
			end
	else	b<=b;
always@(posedge clock,posedge reset)
	if(reset)m<=0;
	else if(ldm)
			begin
				case(selm)
					1	:	case(n)
								9	:	m[19:18]<=p[19:18];
								8	:	m[19:16]<=p[19:16];
								7	:	m[19:14]<=p[19:14];
								6	:	m[19:12]<=p[19:12];
								5	:	m[19:10]<=p[19:10];
								4	:	m[19: 8]<=p[19: 8];
								3	:	m[19: 6]<=p[19: 6];
								2	:	m[19: 4]<=p[19: 4];
								1	:	m[19: 2]<=p[19: 2];
								0	:	m[19: 0]<=p[19: 0];
							endcase
					0	:	case(n)
								9	:	m[19:18]<=b[19:18];
								8	:	m[19:16]<=b[19:16];
								7	:	m[19:14]<=b[19:14];
								6	:	m[19:12]<=b[19:12];
								5	:	m[19:10]<=b[19:10];
								4	:	m[19: 8]<=b[19: 8];
								3	:	m[19: 6]<=b[19: 6];
								2	:	m[19: 4]<=b[19: 4];
								1	:	m[19: 2]<=b[19: 2];
								0	:	m[19: 0]<=b[19: 0];
							endcase
				endcase
			end
always@(posedge clock,posedge reset)
	begin
		if(reset)q<=0;
		else if(ldq)
			case(selq)
				1	:	q[n]<=0;
				0	:	q[n]<=1;
				endcase
		else q<=q;
	end
always@(posedge clock,posedge reset)
	begin
		if(reset)data_out<=0;
		else if(ldo) data_out<=q;
	end
endmodule
==> design/flow/run.sh <==
#!/bin/bash
# OpenROAD 26Q1-2900-gdf79404cd8, Yosys 0.63+post, stock flow scripts
make -C /OpenROAD-flow-scripts/flow DESIGN_CONFIG=/design/flow/config.mk WORK_HOME=/design/flow/orfs finish
==> design/flow/config.mk <==
export PLATFORM = sky130hd
export DESIGN_NAME = rs_cudu_v2
export DESIGN_NICKNAME = rs_cudu_v2
export VERILOG_FILES = /design/flow/design.v
export SDC_FILE = /design/flow/constraint.sdc
export NUM_CORES = 4
export LEC_CHECK = 1
export CORE_UTILIZATION = 30
==> design/flow/constraint.sdc <==
current_design rs_cudu_v2

set clk_period 7.3
set clk_io_pct 0.2

create_clock -name clk0 -period $clk_period [get_ports {clock}]

set non_clock_inputs [all_inputs -no_clocks]
set_input_delay [expr $clk_period * $clk_io_pct] -clock clk0 $non_clock_inputs
set_output_delay [expr $clk_period * $clk_io_pct] -clock clk0 [all_outputs]
==> flow_summary.ini <==
; synthesis and place-and-route metrics
[yosys]
syn_area_um2 = 7990
yosysMostFrequentCell = a21oi_1
netlist.area_leader.share_pct = 30.7
async_flop_share_pct = 96.2
ys_top_logic_family = AND-OR/OR-AND gates
synth_warnings = 2
syn_inst = 982
synth_area_per_cell_um2 = 8.14
synth_area_leader_cell = dfrtp_1
synth-simple-area-share_pct = 18.2
ys_cells = 982
synthMuxAreaShare_pct = 3.84
ys_sh_adder_pct = 8.93
synth-seq-cells = 104
ys_sh_xor_pct = 6.03
ff_type = dfrtp_1
ys_types = 65
netlist_top_cells_count = 106 x a21oi_1, 98 x dfrtp_1, 94 x nand2_1, 89 x nor2_1, 78 x o21ai_0
topCellsByArea = dfrtp_1 31%, ha_1 8.9%, a21oi_1 6.6%
edf_count = 0
ys_area_um2 = 7990
ys_sh_aoi_pct = 26.4

[clock_tree]
cts_made_buffers = 9
cts_root_buf = clkbuf_16
htreeDepth = 3
clock.latency.late_pin_ps = 370
hold_buffers = 0
clock_path_buffers = 2
cts_resized = 0
path_clk_slew_ps = 70
post_cts_buffers = 0
cts_tree = yes

[job]
tool_warnings = 28
maxCapViolCount = 0

[finish]
drive_gt1_share_pct = 4.14
fill_cells = 2674
finish.utilization_pct = 34.4
design_area_um2 = 8960
area_growth_pct = 12.1
final_cells = 1326

[sta]
rsz0062_at_grt = no
tightest_slew_ps = 835
untimed_endpoints = 8
finalHoldViolCount = 0
fin_skew_ps = 15.6
setup_viol_count_final = 0
unclocked_regs = 4
post-route-min-period_ps = 5140
slew_headroom_pct = 44.3
setup_tns_ps = 0
finalCritPeriodShare_pct = 70.4
max_freq_ghz = 0.195
slew_violations = 0

[die]
dieArea_um2 = 27300
fp.dieH_um = 165
fp-utilization_pct = 30.7
io_pins = 38
std_cell_rows = 59
core_um2 = 26100
die-width_um = 165

[setup_path]
crit_fanout = 20
cp-start-kind = flop
worstPathArrival_ps = 3680
critPathKind = flop to output pin
worstPathRequired_ps = 5840
reg2regPathDepth = 9
cp-end-kind = output pin

[min_path]
hold_class = flop to flop
hold_depth = 2

[route]
ant_nets = 0
vias = 7343
antennaDiodeCount = 0
finalWirelength_um = 24600
first_iter_violations = 620
via_per_inst = 5.54
routedWlPerCell_um = 18.6
drc = 0
firstDrtPassIters = 5

[pwr]
powerDensity_nw_per_um2 = 132
p_leak_uw = 0.00358
peakVddDrop_mv = 0.108
total_power_uw = 1180

[placement]
hpwl_um = 17600
dpl.cell_count = 1310
place_congestion = 0.934
dpl-instance-area_um2 = 8640
port_buffers = 37

[grt]
grt_max_degree = 59
antenna_found_initial = 0
grt_pass1_vias = 6844
grt_usage_pct = 19.0
overflow = 0
grt_pass1_wl_um = 38800

[outcome]
outcome = finished clean
## sequential cells by signal, summed over array words and instances (netlist names), named ones only
signal,cells
u2.a,18
u2.b,18
u2.m,18
u2.p,18
u2.data_out,10
u1.ns,4
u1.ps,4
u2.n,4
## through the flow
step | hold WS [ps] | setup WS, ps
global route | 507 | 1990
CTS | 486 | 2250
floorplan | 421 | 3220
finish | 484 | 2160
global placement | 462 | 2740
detailed placement | 462 | 2660
## worst max-delay path, cell delays in order, from the launching register on
cell             delay (ps)
dfrtp_1                 500
nor2_1                  520
nand2_1                 640
or4_1                  1010
inv_1                   180
clkdlybuf4s50_1         470
## layer usage
layer / routed length, um / track usage, % / vias to the layer above / share of wire, %
li1: - / - / 3596 / -
met1: 12000 / 30.1 / 3496 / 49
met2: 10400 / 27.3 / 217 / 42
met3: 1570 / 3.16 / 34 / 6.4
met4: 621 / 3.92 / 0 / 2.5
met5: 0 / 0 / - / 0
## power by group
group / leakage [uW] / total (uW) / switching (uW) / internal [uW]
sequential: 0.00125 / 570 / 8.87 / 561
combinational: 0.00218 / 94.8 / 53.8 / 41.0
clock: 0.000153 / 520 / 238 / 282
total: 0.00358 / 1180 / 301 / 884
## placed cells by master, fill, tap and decap left out, types with 7 or more instances in the layout
cell type and instances:
clkdlybuf4s50_1 37, xnor2_1 35, a21o_1 10, o21a_1 20
nor4_1 12, inv_1 37, mux2i_1 25, clkbuf_16 9
o21ai_0 78, ha_1 57, xor2_1 20, o211ai_1 10
nor2_1 88, nor3_1 39, nor2b_1 11, o22ai_1 14
a211oi_1 8, nand3_1 20, o221ai_1 10, and2_1 7
a21oi_1 106, a221oi_1 9, nand2_1 94, buf_4 9
dfrtp_1 98, a31oi_1 13, nand2b_1 13
## final timing paths
check                                      from                    to  slack (ps)
max                         u2.n[2]$_DFFE_PP0P_             sqrt_done        2160
min                        u2.b[12]$_DFFE_PP0P_  u2.b[12]$_DFFE_PP0P_         480
max reg2reg                 u2.n[0]$_DFFE_PP1P_  u2.b[11]$_DFFE_PP0P_        4050
min reg2reg                u2.b[12]$_DFFE_PP0P_  u2.b[12]$_DFFE_PP0P_         480
max in group asynchronous                 reset  u2.b[12]$_DFFE_PP0P_        4670
min in group asynchronous                 reset   u2.m[2]$_DFFE_PP0P_        1570
## layout make-up
| cell class | instances | area [um^2] | area share (%) |
|---|---|---|---|
| multi-input cells | 787 | 5070 | 56.6 |
| flip-flops and latches | 104 | 2560 | 28.6 |
| repair buffers | 46 | 438 | 4.89 |
| well taps | 335 | 419 | 4.68 |
| clock buffers | 10 | 239 | 2.67 |
| inverters | 38 | 145 | 1.62 |
| clock inverters | 6 | 80.1 | 0.894 |
## logic make-up (layout without fill, tap and decap cells)
logic type / Yosys count / after routing
latches: 4 / 4
muxes: 30 / 30
adders and majority gates: 57 / 57
DFF: 100 / 100
xor gates and xnor gates: 55 / 55
AOI/OAI and AO/OA: 333 / 333
and+or+nand+nor: 312 / 312
buffers and inverters: 91 / 100
Power figures rest on the tool's default switching activity, not on a simulated workload.
